**flow/constraint.sdc**
```tcl
current_design DMFF

set clk_period 1.0
set clk_io_pct 0.2

create_clock -name clk0 -period $clk_period [get_ports {clk}]

set non_clock_inputs [all_inputs -no_clocks]
set_input_delay [expr $clk_period * $clk_io_pct] -clock clk0 $non_clock_inputs
set_output_delay [expr $clk_period * $clk_io_pct] -clock clk0 [all_outputs]
```
**flow/run.sh**
```bash
#!/bin/bash
# OpenROAD 26Q1-2900-gdf79404cd8, Yosys 0.63+post, stock flow scripts
make -C /OpenROAD-flow-scripts/flow DESIGN_CONFIG=/design/flow/config.mk WORK_HOME=/design/flow/orfs finish
```
**flow/design.v**
```verilog
`timescale 1ns/100ps
module DMFF (
input  wire [31:0] LdInstrNO_AG,
input  wire [31:0] LdAddr_AG,
input  wire [31:0] StrAddr_AG,
input  wire        clk,
input  wire 	   WE_AG,
input  wire [31:0] store_data_AG,
output reg  [31:0] WriteData_DM,
output reg  [31:0] LdInstrNO_DM,
output reg  [31:0] LdAddr_DM,
output reg  [31:0] StrAddr_DM,
output reg 	       WE_DM,
output reg  [31:0] LdInstr_DM ,
input  wire [31:0] LdInstr_AG
);
always@(posedge clk)
begin
	  LdInstrNO_DM = LdInstrNO_AG ;
	  LdAddr_DM    = LdAddr_AG ;
	  StrAddr_DM   = StrAddr_AG ;
	  WE_DM        = WE_AG  ;
	  WriteData_DM = store_data_AG  ;
	  LdInstr_DM   = LdInstr_AG ;
	  #2
	  WE_DM = 1'b0;
end
endmodule
```
**flow/config.mk**
```make
export PLATFORM = sky130hd
export DESIGN_NAME = DMFF
export DESIGN_NICKNAME = DMFF
export VERILOG_FILES = /design/flow/design.v
export SDC_FILE = /design/flow/constraint.sdc
export NUM_CORES = 4
export LEC_CHECK = 1
export CORE_AREA = 10 10 149 149
export DIE_AREA = 0 0 159 159
```
==> results.py <==
# Synthesis and PnR figures
metrics = {
    "final_timing": {
        "rsz0062_at_grt": "true",
        "finalHoldViolCount": 0,
        "maxSlewViolCount": 0,
        "setup_ws_ns": -0.0419,
        "finalSetupViolations": 147,
        "min_period_ns": 1.04,
        "max_freq_ghz": 0.960,
        "period_used_share": 1.04,
    },
    "power_and_ir_drop": {
        "ir_drop_mv": 1.10,
        "switching_share": 0.213,
        "pwr-share-comb": 0.067,
        "intPower_mw": 10.8,
        "p_sw_mw": 2.93,
        "power_density_mw_per_mm2": 2100,
        "p_leak_nw": 2.89,
        "pwr-share-seq": 0.494,
        "totalPowerFinal_mw": 13.8,
        "clkPwrFrac": 0.439,
    },
    "clocking": {
        "cts_buffer_depth": 2,
        "path_clk_slew_ns": 0.07,
        "clockRootBuffer": "clkbuf_16",
        "cts_tree": "yes",
        "cts_htree_levels": 4,
        "post_cts_buffers": 0,
        "numCtsBuffers": 17,
        "cts_sinks": 160,
    },
    "worst_setup_path": {
        "crit_buf_inv": 1,
        "critPathLaunchType": "flip-flop",
        "crit_family": "flip-flops",
        "critPathSlowestCell": "dfxtp_2",
        "slowest_delay_ns": 0.32,
        "crit_type": "flip-flop to output pin",
        "arrival_ns": 0.84,
        "crit_chain": "buf_2",
        "critPathMaxFanout": 1,
        "endpoint_kind": "output pin",
        "crit_required_ns": 0.80,
    },
    "synthesis": {
        "syn_area_sq_mm": 0.00321,
        "top_area_cell": "dfxtp_1",
        "yosysUniqueCellTypes": 3,
        "ys_seq_elements": 160,
        "yosys-stat-area_sq_mm": 0.00321,
        "yosysWarningCount": 1,
        "synthTopCellsByArea": "dfxtp_1 100%, buf_4 0.23%, conb_1 0.12%",
        "synth_top_area_share": 0.996,
        "seq_area_frac_synth": 0.996,
        "syn_area_per_cell_sq_um": 19.8,
        "syn_inst": 162,
        "ys_cells": 162,
    },
    "die": {
        "dieWidth_microns": 159,
        "core_area_sq_mm": 0.0188,
        "fp-utilization": 0.171,
        "io_pins": 323,
        "die_y_microns": 159,
        "chipArea_sq_mm": 0.0253,
        "core.rowCount": 50,
    },
    "grt": {
        "grtUsageMet1": 0.0992,
        "grt_overflow": 0,
        "grt_pass1_wl_mm": 18.0,
        "top_usage_layer": "met2",
        "grt_pass1_vias": 2748,
        "grt_max_degree": 17,
        "grtUsageMet3": 0.0645,
        "antenna_found_initial": 1,
        "grt.total_usage": 0.0950,
        "grtUsageMet2": 0.157,
    },
    "final_layout": {
        "layout_top_cell": "clkdlybuf4s50_1",
        "instances_no_fill": 774,
        "lay_top_cells": "160 x clkdlybuf4s50_1, 157 x buf_2, 139 x dfxtp_1, 21 x dfxtp_2, 17 x clkbuf_16",
        "area_growth_pct": 104,
        "layout-drive-gt1-share": 0.413,
        "fill_cells": 1860,
    },
    "hold_path": {
        "hold_path_class": "input port to flip-flop",
    },
    "route": {
        "drc": 0,
        "ant_nets": 0,
        "initialDrtViolationCount": 59,
        "wl_per_cell_microns": 16.1,
        "first_pass_iters": 3,
        "via_count": 2481,
        "wirelength_mm": 12.4,
        "viasPerCell": 3.21,
    },
    "place": {
        "dp.cells": 741,
        "gp_congestion": 0.744,
        "io_buffers": 320,
        "hpwl_mm": 10.6,
        "place_ws_ns": -0.0258,
    },
    "flow_run": {
        "drv_cap": 0,
        "warning_count": 28,
    },
    "status": {
        "violations": "negative setup slack",
        "status": "finished, violations left",
    },
}
[logic make-up after synthesis]
group / Yosys count / synth area share
other: 1 / 0.00117
buffers and inverters: 1 / 0.00234
flip-flops: 160 / 0.996
[power groups by stage]
stage     clock network, mW  logic, mW  registers (mW)
6_report               6.03      0.928            6.79
5_1_grt                6.54       1.00            6.82
4_1_cts                6.30      0.958            6.79
[final cells by class]
class | instances | area [sq um] | area share
clock inverter | 13 | 118 | 0.0180
antenna | 1 | 2.50 | 0.000382
multi-input combinational | 1 | 3.75 | 0.000574
timing repair buffer | 320 | 2420 | 0.370
tap | 260 | 325 | 0.0497
clock buffer | 19 | 443 | 0.0677
sequential | 160 | 3230 | 0.494
[synthesized netlist by cell type]
library cell	count
buf_4	1
conb_1	1
dfxtp_1	160
[final timing paths]
path	startpoint	to	slack [ns]	cells after the start
setup / recovery	LdInstrNO_DM[2]	LdInstrNO_DM[2]	-0.04	1
hold / removal	LdInstrNO_AG[2]	LdInstrNO_DM[2]	0.22	1
[sequential cells by signal, summed over array words and instances (netlist names)]
signal	flops
LdAddr_DM	32
WriteData_DM	32
LdInstrNO_DM	32
LdInstr_DM	32
StrAddr_DM	32
[per-stage QoR]
step           utilization  instance area [sq um]  hold slack, ns  TNS (ns)
6_report             0.347                   6540           0.219     -2.08
5_1_grt              0.347                   6540           0.191     -9.04
4_1_cts              0.346                   6520           0.191     -6.75
3_5_place_dp         0.358                   6740           0.652   -0.0588
3_3_place_gp         0.358                   6740           0.650   -0.0477
2_1_floorplan            -                   3210           0.228         0
[per-layer routing]
metal  vias up  routed length (microns)
met5         -                        0
met4         0                      242
met3        15                     1800
met2       190                     6060
met1      1094                     4340
li1       1182                        -
[timing repair]
action	CTS	global route
gates resized	527	9
hold buffers	0	0
setup endpoints to repair	160	160
Power figures rest on the tool's default switching activity, not on a simulated workload.
