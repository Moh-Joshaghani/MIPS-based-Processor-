[/design/flow/design.v]
`timescale 1ns/1ns
module Ld_path (
input  wire [31:0] Instr_LdBuf,
input  wire [31:0] LdInstrNO_AG,
input  wire [31:0] Rd5,
input  wire [31:0] ROB_LdFAddr,
input  wire 	    ROB_LdFSAddr,
output wire  [4:0]  Ar5,
output wire [31:0] LdAddr_AG
);
wire [15:0] Out_LOPP;
wire 	      s_z;
wire [31:0] Add1;
wire [31:0] Add2;
LoadOPP Load_OPP(Instr_LdBuf,LdInstrNO_AG,Ar5,Out_LOPP,s_z);
sign_zero_ext s_z_ext(
.in(Out_LOPP),
.out(Add1),
.modee(s_z)
);
mux2_1 Mux_ADDG(
.in_1(Rd5), 
.in_2(ROB_LdFAddr),
.sel(ROB_LdFSAddr),
.out(Add2)
);
assign LdAddr_AG = Add1 + Add2;
endmodule
`timescale 1ns/1ns
module LoadOPP(
input  wire [31:0] Instr_Ld,
input  wire [31:0] InstrNO_Ld,
output reg  [4:0]  AR1_Ld,
output reg  [15:0]  Out_LOPP,
output reg         s_z
);
always@(Instr_Ld,InstrNO_Ld)
begin
      Out_LOPP = Instr_Ld[15:0];
      AR1_Ld   = Instr_Ld[25:21];       
      s_z = 0; 
end
endmodule
module mux2_1(
input  wire [31:0] in_1, 
input  wire [31:0] in_2,
input  wire         sel,
output wire [31:0] out);
assign out = (sel == 1'b0)? in_1:in_2 ;
endmodule
module sign_zero_ext(
input wire [15:0]  in, output wire [31:0] out, input  wire modee
);
assign out = modee? {{16{1'b0}},in[15:0]} :{{16{in[15]}},in[15:0]} ;
endmodule
[/design/flow/run.sh]
#!/bin/bash
# OpenROAD 26Q1-2900-gdf79404cd8, Yosys 0.63+post, stock flow scripts
make -C /OpenROAD-flow-scripts/flow DESIGN_CONFIG=/design/flow/config.mk WORK_HOME=/design/flow/orfs finish
[/design/flow/config.mk]
export PLATFORM = sky130hd
export DESIGN_NAME = Ld_path
export DESIGN_NICKNAME = Ld_path
export VERILOG_FILES = /design/flow/design.v
export SDC_FILE = /design/flow/constraint.sdc
export NUM_CORES = 4
export LEC_CHECK = 1
export CORE_UTILIZATION = 30
[/design/flow/constraint.sdc]
current_design Ld_path

set clk_period 13.4
set clk_io_pct 0.2

create_clock -name clk0 -period $clk_period

set non_clock_inputs [all_inputs -no_clocks]
set_input_delay [expr $clk_period * $clk_io_pct] -clock clk0 $non_clock_inputs
set_output_delay [expr $clk_period * $clk_io_pct] -clock clk0 [all_outputs]
==> impl_metrics.yaml <==
# generated from flow reports
timing:
  finalMaxSlewViolations: 0
  finalSetupTns_ns: 0
  rsz0062_at_grt: "false"
  clock.fmax_mhz: 108
  period_used_pct: 68.8
  hold_viol_final: 0
  period_needed_ns: 9.22
  slew_headroom_pct: 66.0
  finalSetupViolCount: 0
  tightest_slew_ns: 0.505
worst_setup_path:
  crit_required_ns: 10.72
  cpMaxStageDelayCell: "clkdlybuf4s50_1"
  crit_top_cell: "clkdlybuf4s50_1"
  critPathKind: "primary input to output port"
  cp-endpoint: "LdAddr_AG[16]"
  startpoint: "ROB_LdFSAddr"
  crit_path_end_kind: "output port"
  path_cells: "clkdlybuf4s50_1, buf_4, mux2_2, ha_1, fa_1, a21o_1, a221o_1, nor3b_1, o21bai_1, a31oi_1, xnor2_1, clkdlybuf4s50_1"
  cp.arrival_ns: 6.54
  start_kind: "primary input"
  max_stage_delay_ns: 0.49
  cp_max_fo: 32
clock_network:
  ctsHoldBuffers: 0
  post_cts_resized: 0
  post_cts_buffers: 0
die:
  die_area_um2: 7670
  pin_count: 166
  die_y_um: 87.6
  placementRows: 30
  core_um2: 6940
  initCoreUtil_pct: 31.7
  fp.dieW_um: 87.6
pwr:
  combPwrFrac_pct: 100.0
  vdd_drop_max_v: 0.0000279
  switching_share_pct: 40.3
  power_switching_mw: 0.0793
  clkPwrFrac_pct: 0
  p_int_mw: 0.118
  power.density_cell_area_nw_per_um2: 58.3
  p_leak_nw: 1.34
  seqPwrFrac_pct: 0
detailed_routing:
  diodes: 0
  first_iter_violations: 121
  via_per_inst: 5.11
  postRouteWirelength_um: 6420
  firstDrtPassIters: 4
  route.met2.wl_um: 2930
  post_drt_wl_per_cell_um: 12.9
  wl_met3_um: 308
  ant_nets: 0
  wl_met1_um: 3180
  drc: 0
  vias: 2539
  routed.top_layer: "met3"
placement:
  gp_congestion: 0.891
  port_buffers: 113
  placed_cells: 497
  dp_hpwl_um: 5560
global_routing:
  grt_max_degree: 33
  gr-total-overflow: 0
  first_global_vias: 2334
  grt_pass1_wl_um: 10700
  grt_antenna_before_repair: 0
  grt_use_total_pct: 17.0
yosys:
  syn_area_per_cell_um2: 7.23
  synth_warnings: 1
  netlist_area_um2: 2200
  yosys_cells: 304
  synthCells: 304
  yosys_area_um2: 2200
  postSynthSeqShare_pct: 0
  ys_types: 44
run_status:
  status: "finished clean"
final_layout:
  fin_cells: 497
  drive_gt1_share_pct: 9.23
  clkbuf_count: 0
  ff_count: 0
  seq_area_um2: 0
  area_growth_pct: 53.6
flow_run:
  openroad.warnings: 75
  cap_violations: 0
min_path:
  worstHoldPathType: "primary input to output port"
synth_stat cells:
master	n	share of area, %
a21oi_1	35	8.0
ha_1	31	18
mux2_2	31	16
nand2_1	26	4.4
xnor2_1	21	8.4
o21ai_0	19	4.3
nor2_1	17	2.9
a21o_1	11	3.8
clkbuf_1	11	1.9
xor2_1	9	3.6
inv_1	8	1.4
nand3_1	8	1.8
a211oi_1	7	2.4
o211ai_1	7	2.4
nor3_1	6	1.4
a31oi_1	5	1.4
buf_4	5	1.7
nand4_1	5	1.4
and2_1	4	1.1
and3_1	4	1.1
o21a_1	4	1.4
a211o_1	2	0.80
a21boi_0	2	0.68
a221o_1	2	0.91
nand3b_1	2	0.68
nor2b_1	2	0.57
o21bai_1	2	0.68
o22ai_1	2	0.57
a2111oi_0	1	0.40
a22oi_1	1	0.34
a41oi_1	1	0.40
buf_2	1	0.23
clkbuf_2	1	0.23
fa_1	1	0.91
mux2i_1	1	0.46
nand4bb_1	1	0.51
nor3_2	1	0.46
nor3b_1	1	0.34
nor4_1	1	0.28
o211ai_2	1	0.57
o21ai_1	1	0.23
o31ai_1	1	0.34
o41ai_2	1	0.74
or2_4	1	0.40
stage by stage:
step	hold slack [ns]	setup slack (ns)	utilization (%)	instance area, µm²	power, mW
CTS	5.36	4.15	48.6	3380	0.199
detailed placement	5.36	4.15	48.6	3380	0.198
global route	5.36	3.90	48.6	3380	0.218
floorplan	5.43	5.47	-	2200	0.100
finish	5.36	4.18	48.6	3380	0.197
global placement	5.36	4.16	48.6	3380	0.198
area by class of cell:
type,count,area [µm²]
tap,96,120
timing repair buffer,115,1150
multi-input combinational,278,2080
inverter,8,30.0
fill,690,3570
worst min-delay path by stage:
| stage | startpoint | to | slack (ns) | cells past startpoint |
|---|---|---|---|---|
| CTS | Instr_LdBuf[21] | Ar5[0] | 5.36 | 0 |
| global route | Instr_LdBuf[22] | Ar5[1] | 5.36 | 0 |
| finish | Instr_LdBuf[21] | Ar5[0] | 5.36 | 0 |
kinds of logic (layout without fill, tap and decap cells):
| family | count (synthesis) | count (layout) | synth area share (%) |
|---|---|---|---|
| xor+xnor | 30 | 30 | 12.0 |
| simple gates | 79 | 79 | 17.5 |
| compound gates | 105 | 105 | 30.3 |
| buf+inv | 26 | 123 | 5.41 |
| fa+ha+maj | 32 | 32 | 18.6 |
| mux | 32 | 32 | 16.3 |
power by group through the flow:
| stage | clock network (mW) | logic, mW | registers (mW) |
|---|---|---|---|
| finish | 0 | 0.197 | 0 |
| global route | 0 | 0.218 | 0 |
| CTS | 0 | 0.199 | 0 |
placed cells by master (no fill, tap or decap), drive strengths merged, types with 2 or more instances in the layout:
master,Yosys,layout
clkdlybuf4s50,0,113
a21oi,35,35
mux2,31,31
ha,31,31
nand2,26,26
xnor2,21,21
o21ai,20,20
nor2,17,17
a21o,11,11
xor2,9,9
inv,8,8
nand3,8,8
o211ai,8,8
a211oi,7,7
nor3,7,7
nand4,5,5
a31oi,5,5
and2,4,4
and3,4,4
o21a,4,4
nand3b,2,2
a221o,2,2
a21boi,2,2
o22ai,2,2
o21bai,2,2
a211o,2,2
nor2b,2,2
buf,6,2
worst max-delay path, delay by kind of cell:
| family | cells | cell delay [ns] |
|---|---|---|
| buffers and inverters | 3 | 1.30 |
| adders and majority gates | 2 | 0.64 |
| xor gates and xnor gates | 1 | 0.15 |
| AOI/OAI and AO/OA | 4 | 1.07 |
| and+or+nand+nor | 1 | 0.31 |
| muxes | 1 | 0.38 |
per-layer routing:
| metal | vias to the layer above | GRT usage [%] |
|---|---|---|
| li1 | 1333 | - |
| met1 | 1131 | 25.6 |
| met2 | 75 | 28.8 |
| met3 | 0 | 0.668 |
| met4 | 0 | 0.149 |
| met5 | - | 0 |
No activity file was given, so power comes from the tool's default toggle rates.
