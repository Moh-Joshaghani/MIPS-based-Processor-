==> /design/flow/design.v <==
`timescale 1ns/100ps
module ALUOperandProvider(
input  wire [31:0] InstrE,
input  wire [31:0] InstrNOE,
output reg  [4:0]  AR1_RF,
output reg  [4:0]  AR2_RF,
output reg  [3:0]  ALU_Func,
output reg  [15:0] Imm,
output reg         SrcBsel,
output reg         s_z
);
reg [5:0] OP;
reg  [5:0] Func;
reg [3:0] ALUOp;
always@(InstrE,InstrNOE)
begin
      AR1_RF = InstrE[25:21];
      AR2_RF = InstrE[20:16];  
      OP = InstrE[31:26];
      Imm = { {16 {InstrE[15]} } ,InstrE[15:0] };
      Func = InstrE [5:0];
      #0.1
      case(OP)
            6'b000000:  
               	{s_z,SrcBsel,ALUOp} = 6'b000000;  	
           	6'b001000:  
           	    {s_z,SrcBsel,ALUOp} = 6'b010001; 	 
           	6'b001001:  
           	    {s_z,SrcBsel,ALUOp} = 6'b010001;   
            6'b000110:  
               	{s_z,SrcBsel,ALUOp} = 6'b010010;	  
            6'b001011:  
               	{s_z,SrcBsel,ALUOp} = 6'b011010;   
            6'b001100:  
           	    {s_z,SrcBsel,ALUOp} = 6'b110011;   
           	6'b001101:  
              	 {s_z,SrcBsel,ALUOp} = 6'b110100; 	 
           	6'b001110:  
              	 {s_z,SrcBsel,ALUOp} = 6'b110101;   
            6'b001111:  
               	{s_z,SrcBsel,ALUOp} = 6'b010110;   
            default: 	
                {s_z,SrcBsel,ALUOp} = 6'b111111;
      endcase 
      #0.1
      case (ALUOp[3:0])
            4'b0001:ALU_Func = 4'b0010;  
            4'b0010:ALU_Func = 4'b0011;  
           	4'b0011:ALU_Func = 4'b0000;  
           	4'b0100:ALU_Func = 4'b0001;  
           	4'b0101:ALU_Func = 4'b0100;  
           	4'b0110:ALU_Func = 4'b0111;  
           	4'b0111:ALU_Func = 4'b0010;  
           	4'b1000:ALU_Func = 4'b0010;  
           	4'b1001:ALU_Func = 4'b0010;  
            4'b0000:
            begin
               case (Func[5:0])  
                    6'b100000: ALU_Func = 4'b0010;   
                    6'b100001: ALU_Func = 4'b0010;   
                    6'b100010: ALU_Func = 4'b0110;   
                    6'b100011: ALU_Func = 4'b0110;   
                    6'b100100: ALU_Func = 4'b0000;   
                    6'b100101: ALU_Func = 4'b0001;   
                    6'b100110: ALU_Func = 4'b0100;   
                    6'b100111: ALU_Func = 4'b0101;   
                    6'b101010: ALU_Func = 4'b0011;   
                    6'b101011: ALU_Func = 4'b1000;   
                endcase  
            end
            default: ALU_Func=4'b0000;   
      endcase
end
endmodule
`timescale 1ns/1ns
module exec_path (
input  wire [31:0] InstrE,
input  wire [31:0] InstrNOE,
input  wire [31:0] R1_ALU,
input  wire [31:0] R2_ALU,
input  wire [31:0] ROB_forwA,
input  wire [31:0] ROB_forwB,
input  wire 	   ROB_forwselA,
input  wire 	   ROB_forwselB,
output wire [4:0]  AR1_RF,
output wire [4:0]  AR2_RF,
output wire [31:0] ALUout
);
wire [15:0] Imm;
wire 		s_z;
wire [31:0] Imm_in;
wire 		SrcBsel;
wire [3:0]  ALU_Function;
wire [31:0] ALU_Src1;
wire [31:0] ALU_Src2;
wire [31:0] SrcB1;
wire 		zero;
ALUOperandProvider ALU_OPP(
.InstrE(InstrE),
.InstrNOE(InstrNOE),
.AR1_RF(AR1_RF),
.AR2_RF(AR2_RF),
.ALU_Func(ALU_Function),
.Imm(Imm),
.SrcBsel(SrcBsel),
.s_z(s_z)
);
sign_zero_ext s_z_ext(
.in(Imm),
.out(Imm_in),
.modee(s_z)
);
mux2_1 Mux_A_forw(
.in_1(R1_ALU), 
.in_2(ROB_forwA),
.sel(ROB_forwselA),
.out(ALU_Src1)
);
mux2_1 Mux_B_forw(
.in_1(R2_ALU),
.in_2(ROB_forwB),
.sel(ROB_forwselB),
.out(SrcB1)
);
mux2_1 Mux_B_ImmReg(
.in_1(SrcB1), 
.in_2(Imm_in),
.sel(SrcBsel),
.out(ALU_Src2)
);
ALU ALU1(
.SrcAE(ALU_Src1),
.SrcBE(ALU_Src2),
.ALUCtrlE(ALU_Function),
.ALUOutE(ALUout)
);
endmodule
module ALU(
SrcAE,
SrcBE,
ALUCtrlE,
ALUOutE,
Zero
);
input [31:0] SrcAE;
input [31:0] SrcBE;
input [3:0] ALUCtrlE;
output [31:0] ALUOutE;
output Zero;
reg [31:0] ALUOutE;
reg Zero;
always @(SrcAE or SrcBE or ALUCtrlE) 
 begin
case (ALUCtrlE)
  4'b0000:  
   begin
     ALUOutE = SrcAE & SrcBE;
     if (ALUOutE == 32'b0) 
      Zero = 1'b1;
     else 
      Zero = 1'b0;   
   end 
  4'b0001: 
   begin
    ALUOutE = SrcAE | SrcBE;
    if (ALUOutE == 32'b0) 
     Zero = 1'b1;    
    else 
     Zero = 1'b0;
   end  
  4'b0010: 
   begin
     ALUOutE = SrcAE + SrcBE;
     if (ALUOutE == 32'b0)
     Zero = 1'b1;
     else 
     Zero = 1'b0; 
   end 
  4'b0011:  
   begin
    if ((SrcAE - SrcBE) < 0) 
     ALUOutE = 32'b1;    
    else 
      begin
       ALUOutE = 32'b0; 
       Zero=1;
      end     
   end 
  4'b0100:  
   begin
     ALUOutE=SrcAE^SrcBE;
     if (ALUOutE ==32'b0)
       Zero=1'b1;
    else
       Zero=1'b0; 
   end
  4'b0101: 
   begin
    ALUOutE = (~(SrcAE|SrcBE));
    if (ALUOutE == 32'b0) 
     Zero = 1'b1;    
    else 
     Zero = 1'b0; 
   end
  4'b0110:  
   begin
    ALUOutE = SrcAE - SrcBE;
    if (ALUOutE == 32'b0) 
     Zero = 1'b1;
    else 
     Zero = 1'b0;     
   end  
  4'b0111:  
   begin
    ALUOutE={SrcAE[31:16],16'b0};
   end
  default:ALUOutE=0; 
endcase
end  
endmodule
module mux2_1(
input  wire [31:0] in_1, 
input  wire [31:0] in_2,
input  wire         sel,
output wire [31:0] out);
assign out = (sel == 1'b0)? in_1:in_2 ;
endmodule
module sign_zero_ext(
input wire [15:0]  in, output wire [31:0] out, input  wire modee
);
assign out = modee? {{16{1'b0}},in[15:0]} :{{16{in[15]}},in[15:0]} ;
endmodule
==> /design/flow/run.sh <==
#!/bin/bash
# OpenROAD 26Q1-2900-gdf79404cd8, Yosys 0.63+post, stock flow scripts
make -C /OpenROAD-flow-scripts/flow DESIGN_CONFIG=/design/flow/config.mk WORK_HOME=/design/flow/orfs finish
==> /design/flow/config.mk <==
export PLATFORM = sky130hd
export DESIGN_NAME = exec_path
export DESIGN_NICKNAME = exec_path
export VERILOG_FILES = /design/flow/design.v
export SDC_FILE = /design/flow/constraint.sdc
export NUM_CORES = 4
export LEC_CHECK = 1
export CORE_UTILIZATION = 30
==> /design/flow/constraint.sdc <==
current_design exec_path

set clk_period 29.8
set clk_io_pct 0.2

create_clock -name clk0 -period $clk_period

set non_clock_inputs [all_inputs -no_clocks]
set_input_delay [expr $clk_period * $clk_io_pct] -clock clk0 $non_clock_inputs
set_output_delay [expr $clk_period * $clk_io_pct] -clock clk0 [all_outputs]
==> notes.md <==
Implementation summary

For this design the top-level I/O count stands at 236. The via count of the first global-routing pass is 6342. The arrival time of data at the worst endpoint is listed as 13.32 ns.

Per the run report, area growth between synthesis and finish was 32.74%. Yosys printed 2 warnings. For this run the aggregate overflow at the end of global routing stands at 0.

The floorplan step defined a core boundary enclosing 20170 µm². The type of origin of the critical path is an input port. In the post-route analysis, the smallest setup slack over all paths is 10.52 ns. The pin closest to its max-slew limit shows a slew of 0.7532 ns.

The routed design could run at a clock period as short as 19.28 ns. The sum of net half-perimeters after detailed placement is 17020 µm. Per the layout report, the design carries 2107 filler cells. Setup repair after global routing left no endpoint under its margin. The power per cell area is 13.31 nW/µm². The initial antenna violation count is 0. The top cell family by delay on the critical path is simple AND/OR/NAND/NOR gates. The final period utilization is 64.70%. Global routing used 20.13% of the available tracks. In this run the mean area of a mapped cell was 6.956 µm².

The OpenROAD report gives the critical path a required time of 23.84 ns. For this run, the slowest stage of the critical path takes 0.57 ns.

The finished cells cover 8172 µm². For reference, full adder, half adder and majority cells occupy 20.45% of the area reported after synthesis. For this design the total switching power over the nets is 54.74 µW. The cell type with the highest occurrence count on the critical path is sky130_fd_sc_hd__ha_1.

The most frequent logic cell in the layout is sky130_fd_sc_hd__clkdlybuf4s50_1. For this run, asynchronously set or reset flops after synthesis account for 0%. The path class of the tightest hold or removal check is input port to output port. The post-route netlist has 4.785% of its cells at a drive strength greater than 1. Setup total negative slack on the finished layout was measured at 0 ns.

The final routed DRC violation total is 0. Yosys stat counts 885 cells in the synthesized netlist. The register with the most flip-flops in the layout has 4 of them. The count of buffers from port buffering is 184. The share of synthesized cell area in and, or, nand and nor gates is 19.47%.

Per the synth log, the flip-flop and latch total comes to 4. The post-placement setup slack is 10.61 ns. The path with the worst hold slack has its endpoint at AR1_RF[0].

Per the layout area report, the register area comes to 60.06 µm². Per the post-run analysis, buffers plus inverters along the critical path come to 5. Per the detail_route report, routed wire per instance is 16.72 µm. In this run the tools logged warnings totalling 99. Derived from the worst setup path, the maximum achievable clock frequency is 51.86 MHz. The most common logic cells in the final layout are sky130_fd_sc_hd__clkdlybuf4s50_1, sky130_fd_sc_hd__ha_1, sky130_fd_sc_hd__inv_1, sky130_fd_sc_hd__nand2_1, sky130_fd_sc_hd__a21oi_1. Entering global routing, the biggest net connects 59 pins. The standard-cell row count is 52. For this run, the detailed router reports a per-instance via density of 5.318. The total leakage power is 3.579 nW.

The tightest slew margin relative to the limit is 49.79%. The number of unique standard cell types used by synthesis is 82. Per the synthesis report, the XOR/XNOR share of the synthesized area is 7.398%. The floorplan step set the die height to 145.2 µm. 4 endpoints have no timing constraint. In the synthesized netlist, the number of instances is 885. After synthesis, the largest family of logic cells by area is AND-OR/OR-AND gates. The power report attributes to the sequential group a share of 0%. In this run, the synthesized area fraction spent on AND-OR/OR-AND gates is recorded as 31.24%. For this run, the detailed router's first-pass iteration total came to 5. The run finished with clean final reports. The overall power consumption is 108.8 µW. Yosys mapped a number of flops with a built-in enable equal to 0.

The first global-routing pass estimated 33820 µm of wire. The number of setup buffers added after CTS is 0. The most common flop cell mapped by yosys is sky130_fd_sc_hd__dlxtn_1.

The analysis reports a worst IR drop on VDD of 0.009424 mV. The timer found 4 register pins that no clock reaches; their paths are not timed. The worst-case hold slack is 11.92 ns. The worst hold path startpoint is InstrE[21]. The clock network accounts for 0% of the total power. Setup violations remaining at the end of the flow were counted as 0. The die covers 21100 µm².

In this run, placement finished with an instance count of 1294. The category of the most critical setup path is input port to output port. The kind of end point of the critical path is an output port. The pre-placement core utilization is 30.52%.

The portion of netlist area occupied by mux cells is 10.81%. The routed layout has 6882 vias. The number of design-rule violations left by the first detailed-router iteration is 416. Max-cap violations in this run came to 0. The repair_antennas step left the layout with diodes totalling 0. The number of cells in the finished layout apart from fillers is 1294. The maximum fanout along the worst path is 28.

The footprint of the multi-input gates is 5529 µm². Looking at the power breakdown, combinational cells take 100.0% of the total. The number of resized instances in the post-cts repair step is 0.

In this run the remaining antenna-violating nets after routing total 0. The routed design has 21630 µm of wire. The power report lists cell-internal power as 54.06 µW. The placement-stage cell area is 8172 µm². Before any placement, the netlist area is recorded as 6156 µm². The utilization after layout is 40.51%. The report gives the cell count of the worst hold path as 0.

The number of buffers added to fix hold violations after cts is 0. Per the final timing report, the hold violations number 0. The max-slew violation count is 0. The stat command in Yosys gives a chip area of 6156 µm². Net switching is 50.31% of the power.

The placement summary gives the final routability congestion estimate as 0.9721. The die width is 145.2 µm. The critical-path cell with the highest stage delay is sky130_fd_sc_hd__or4_4.
cell type report:
| type | instances | share of cell area [%] |
|---|---|---|
| repair buffers | 196 | 23.52 |
| flip-flops and latches | 4 | 0.7350 |
| well taps | 270 | 4.134 |
| multi-input cells | 738 | 67.66 |
| inverters | 86 | 3.950 |
metal layers:
layer / global-route usage, % / wire (µm) / vias up / share of wire [%]
met1: 28.77 / 10220 / 3083 / 47
met5: 0 / 0 / - / 0
li1: - / - / 3540 / -
met3: 1.766 / 1305 / 11 / 6.0
met2: 34.30 / 9968 / 248 / 46
met4: 1.158 / 134 / 0 / 0.62
synthesized netlist by cell type (12+ instances only):
cell type                  instances  area share [%]
sky130_fd_sc_hd__buf_4            12             1.5
sky130_fd_sc_hd__ha_1             99              20
sky130_fd_sc_hd__nand3_1          12            0.98
sky130_fd_sc_hd__clkbuf_1         37             2.3
sky130_fd_sc_hd__a31oi_1          18             1.8
sky130_fd_sc_hd__inv_1            86             5.2
sky130_fd_sc_hd__nor2_1           58             3.5
sky130_fd_sc_hd__a222oi_1         17             2.8
sky130_fd_sc_hd__a21oi_1          67             5.4
sky130_fd_sc_hd__xnor2_1          42             6.0
sky130_fd_sc_hd__o21ai_0          66             5.4
sky130_fd_sc_hd__nor3_1           21             1.7
sky130_fd_sc_hd__a221oi_1         14             2.0
sky130_fd_sc_hd__mux2i_1          62              10
sky130_fd_sc_hd__nand2_1          73             4.5
power by group through the flow:
stage         combinational (mW)  sequential (mW)  clock [mW]
finish                     0.109        0.0000174           0
global route               0.121        0.0000174           0
CTS                        0.109        0.0000174           0
kinds of logic (layout without fill, tap and decap cells):
family	after synthesis	in the layout
AND-OR/OR-AND	281	281
AND/OR/NAND/NOR	239	239
buffers and inverters	143	282
adder cells (fa/ha/maj)	100	100
multiplexers	66	66
XOR/XNOR	52	52
latches	4	4
worst max-delay path by stage:
stage,from,to,slack [ns],cells past startpoint
CTS,InstrE[27],ALUout[31],10.58,25
global route,InstrE[27],ALUout[31],10.18,25
finish,InstrE[27],ALUout[31],10.52,25
Power figures rest on the tool's default switching activity, not on a simulated workload.
