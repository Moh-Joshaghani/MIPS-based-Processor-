==> design/flow/config.mk <==
export PLATFORM = sky130hd
export DESIGN_NAME = mux5_1
export DESIGN_NICKNAME = mux5_1
export VERILOG_FILES = /design/flow/design.v
export SDC_FILE = /design/flow/constraint.sdc
export NUM_CORES = 4
export LEC_CHECK = 1
export CORE_AREA = 10 10 120 120
export DIE_AREA = 0 0 130 130
==> design/flow/constraint.sdc <==
current_design mux5_1

set clk_period 10.0
set clk_io_pct 0.2

create_clock -name clk0 -period $clk_period

set non_clock_inputs [all_inputs -no_clocks]
set_input_delay [expr $clk_period * $clk_io_pct] -clock clk0 $non_clock_inputs
set_output_delay [expr $clk_period * $clk_io_pct] -clock clk0 [all_outputs]
==> design/flow/design.v <==
module mux5_1(
input  wire [31:0]in_1, 
input  wire [31:0]in_2,
input  wire [31:0]in_3,
input  wire [31:0]in_4,
input  wire [31:0]in_5,
input  wire [2:0] sel,
output wire [31:0]out);
assign out =  (sel == 3'b000)? in_1:
              (sel == 3'b001)? in_2:
			  (sel == 3'b010)? in_3:
			  (sel == 3'b011)? in_4: in_5 ;
endmodule
==> design/flow/run.sh <==
#!/bin/bash
# OpenROAD 26Q1-2900-gdf79404cd8, Yosys 0.63+post, stock flow scripts
make -C /OpenROAD-flow-scripts/flow DESIGN_CONFIG=/design/flow/config.mk WORK_HOME=/design/flow/orfs finish
==> flow_summary.ini <==
; flow metrics
[route]
drcViolationCount = 0
wl_mm = 8.60
drt_iter0_markers = 45
num_vias = 2025
routedWlPerCell_um = 18.0
viasPerCell = 4.25
ant_nets = 0
diodes = 0
drt-pass1-iter-count = 4

[hold_path]
holdPathStages = 4
hold_path_end = out[22]
hold_class = in -> out
min_from = in_1[22]

[setup_path]
worstPathRequired_ns = 8.00
end_kind = output pin
path_delay_family = buffers and inverters
cp.arrival_ns = 4.40
crit_fanout = 35
critical_path.cell_chain = clkdlybuf4s50_1 > buf_4 > nand2b_1 > buf_4 > o211ai_1 > clkdlybuf4s50_1
cpPeakStageDelay_ns = 0.59
path_class = in -> out
crit_slowest_cell = nand2b_1
crit_buf_inv = 4
start_kind = input port

[placement]
dp_hpwl_mm = 7.21
dpl_cell_area_sq_um = 3160
place_ws_ns = 3.56
routabilityCongestion = 0.861
place_inst = 477
io_buffers = 195

[die]
fp_util_pct = 9.84
die_area_sq_um = 16900
die_h_um = 130
die_w_um = 130
core.rowCount = 40
core_area_sq_um = 11900
ios = 195

[power]
p_leak_nw = 1.09
p_clk_share_pct = 0
p_int_uw = 92.9
switching_power_uw = 37.1
combinationalPowerShare_pct = 100.0
p_per_area_nw_per_um2 = 41.1
peakVddDrop_mv = 0.0130
p_seq_share_pct = 0
netSwitchingFraction_pct = 28.5

[global_route]
grt_max_degree = 50
antenna_found_initial = 0
grt_pass1_vias = 2229
grt_pass1_wl_mm = 12.3
track_usage_pct = 9.15
grt-ovfl-total = 0

[synthesis]
yosys-stat-area_sq_um = 1170
muxShareOfSynthArea_pct = 27.3
synth-xor-area-share_pct = 0
top_area_share_pct = 27.3
top_cells_by_count = 32 x a32oi_1, 32 x mux2i_1, 32 x nand2_1, 31 x o211ai_1, 9 x buf_2
simple_gate_area_share_pct = 13.1
avgSynthCellArea_sq_um = 7.76
ys_sh_adder_pct = 0
topCellsByArea = mux2i_1 27%, a32oi_1 24%, o211ai_1 20%, nand2_1 10%, buf_12 5.1%
ys_warn_count = 0
ys_sh_aoi_pct = 44.8
top_logic_kind = AND-OR/OR-AND gates
yosys.area.top_type = mux2i_1
syn-cell-area_sq_um = 1170
yosys-stat-cells = 151
ys_seq_share_pct = 0
synthesis.instances = 151
yosysUniqueCellTypes = 12

[timing]
grt_setup_unrepaired = false
slew_viol_final = 0
finalClockPeriodUsage_pct = 64.0
setup_viol = 0
finalCriticalPeriod_ns = 6.40
fmax_mhz = 156
worst_slack_ns = 3.60
worstMarginPinSlew_ns = 0.821
hold_viol = 0
tns_ns = 0
relSlewSlack_pct = 45.1

[job]
cap_viol_max_count = 0
warnings = 32

[finish]
drive_above_1_share_pct = 2.42
final_cells = 477
fill_cells = 1263
flops = 0
clock_buffers = 0
synthToLayoutAreaGrowth_pct = 170
design_area_sq_um = 3160
ff_latch_area_sq_um = 0

[clocking]
cts_setup_buffers = 0
cts_resized = 0
cts_hold_buffers = 0

[outcome]
status = finished clean
[routing by layer]
metal / part of all wire (%) / wire length, um / track usage (%) / up-vias
li1: - / - / - / 990
met1: 38 / 3220 / 10.1 / 920
met4: 0.36 / 31 / 0.198 / 0
met2: 50 / 4340 / 16.9 / 113
met5: 0 / 0 / 0 / -
met3: 12 / 1000 / 3.66 / 2
[layout make-up]
class,instances,area (sq um),area share [%]
Multi-Input combinational cell,131,1000,31.6
Tap cell,147,184,5.82
Timing Repair Buffer,199,1980,62.5
[stage by stage]
stage	hold slack [ns]	total power [mW]	util, %
finish	4.94	0.130	26.5
global route	4.98	0.141	26.5
CTS	4.95	0.132	26.5
detailed placement	4.94	0.132	26.5
global placement	4.94	0.131	26.5
floorplan	4.07	0.0365	-
[cell families (layout without fill, tap and decap cells)]
logic type,after synthesis,count (layout)
simple gates,35,35
compound gates,64,64
buf+inv,20,199
mux,32,32
[power groups by stage]
stage         clock, mW  sequential, mW  combinational [mW]
CTS                   0               0               0.132
global route          0               0               0.141
finish                0               0               0.130
[placed cells by master (no fill, tap or decap)]
cell             count
clkdlybuf4s50_1    194
mux2i_1             32
a32oi_1             32
nand2_1             32
o211ai_1            31
buf_4                4
nand2b_1             1
nor2_4               1
nor3_4               1
o211ai_2             1
buf_2                1
[how the worst max path moves through the flow]
stage | end | from | cells past startpoint
CTS | out[26] | sel[2] | 6
global route | out[3] | sel[2] | 6
finish | out[20] | sel[2] | 6
Power is estimated from default activity; no workload was simulated.
