`design/flow/design.v`:
```
`timescale 1ns/1ns
module StrOPP(
input  wire [31:0] Instr_Str,
input  wire [31:0] InstrNO_Str,
output reg  [4:0]  AR1_Str,
output reg  [4:0]  AR2_Str,
output reg         WE,
output reg  [15:0]  Out_LOPP,
output reg         s_z,
input  wire		   clk
);
always@(posedge clk)
begin
 WE=1'b0;
end
always@(Instr_Str,InstrNO_Str)
begin
      #1
	  Out_LOPP = Instr_Str[15:0];
      AR1_Str  = Instr_Str[25:21];
	  AR2_Str  = Instr_Str[20:16];	
      s_z = 0; 
	  WE=1'b1;
end
endmodule
`timescale 1ns/1ns
module Str_path (
input  wire [31:0] Instr_Str,
input  wire [31:0] InstrNO_Str,
input  wire [31:0] R1_Str,
input  wire [31:0] ROB_FAddr,
input  wire 	      ROB_FSAddr,
input  wire [31:0] ROB_Fvalue,
input  wire 	      ROB_FSvalue,
output wire         WE_AG,
output wire [4:0]  AR1_Str,
output wire [31:0] StrAddr_AG,
output wire [4:0]  AR2_Str,
input  wire [31:0] R2_Str,
output wire  [31:0] store_data_AG,
input  wire         clk
);
wire [15:0] Out_LOPP;
wire 	      s_z;
wire [31:0] Add1;
wire [31:0] Add2;
StrOPP Str_OPP(
Instr_Str,
InstrNO_Str,
AR1_Str,
AR2_Str,
WE_AG,
Out_LOPP,
s_z,
clk);
sign_zero_ext s_z_ext(
.in(Out_LOPP),
.out(Add1),
.modee(s_z)
);
mux2_1 Mux_ADDG(
.in_1(R1_Str), 
.in_2(ROB_FAddr),
.sel(ROB_FSAddr),
.out(Add2)
);
mux2_1 Mux_Data(
.in_1(R2_Str), 
.in_2(ROB_Fvalue),
.sel(ROB_FSvalue),
.out(store_data_AG)
);
assign StrAddr_AG = Add1 + Add2;
endmodule
module mux2_1(
input  wire [31:0] in_1, 
input  wire [31:0] in_2,
input  wire         sel,
output wire [31:0] out);
assign out = (sel == 1'b0)? in_1:in_2 ;
endmodule
module sign_zero_ext(
input wire [15:0]  in, output wire [31:0] out, input  wire modee
);
assign out = modee? {{16{1'b0}},in[15:0]} :{{16{in[15]}},in[15:0]} ;
endmodule
```
`design/flow/run.sh`:
```
#!/bin/bash
# OpenROAD 26Q1-2900-gdf79404cd8, Yosys 0.63+post, stock flow scripts
make -C /OpenROAD-flow-scripts/flow DESIGN_CONFIG=/design/flow/config.mk WORK_HOME=/design/flow/orfs finish
```
`design/flow/config.mk`:
```
export PLATFORM = sky130hd
export DESIGN_NAME = Str_path
export DESIGN_NICKNAME = Str_path
export VERILOG_FILES = /design/flow/design.v
export SDC_FILE = /design/flow/constraint.sdc
export NUM_CORES = 4
export LEC_CHECK = 1
export CORE_AREA = 10 10 126 126
export DIE_AREA = 0 0 136 136
```
`design/flow/constraint.sdc`:
```
current_design Str_path

set clk_period 13.1
set clk_io_pct 0.2

create_clock -name clk0 -period $clk_period

set non_clock_inputs [all_inputs -no_clocks]
set_input_delay [expr $clk_period * $clk_io_pct] -clock clk0 $non_clock_inputs
set_output_delay [expr $clk_period * $clk_io_pct] -clock clk0 [all_outputs]
```
==> results_dict.tcl <==
# implementation run metrics
set metrics [dict create \
    worstSetupPathType "input port to output port" \
    syn_area_per_cell_sq_um 8.14 \
    ios 270 \
    worstPathCellList "buf_2 -> buf_4 -> mux2_2 -> ha_1 -> fa_1 -> a21o_1 -> a221oi_1 -> nor2_1 -> a21boi_0 -> nor4_1 -> a211oi_1 -> xnor2_1 -> clkdlybuf4s50_1" \
    core-area_sq_um 13200 \
    top_cells_by_area "mux2_2 29%, ha_1 16%, a21oi_1 5.9%" \
    slew_viol_final 0 \
    warnings 71 \
    grt_pass1_wl_mm 17.5 \
    synth_area_leader_cell "mux2_2" \
    syn_area_sq_um 2450 \
    grt_max_degree 33 \
    critPathTopFamily "AND-OR/OR-AND gates" \
    crit_slowest_cell "a221oi_1" \
    cp.required_ps 10480 \
    path_buffers 3 \
    cts_hold_repair.buffers 0 \
    cts_setup_buffers 0 \
    grt_pass1_vias 2993 \
    seq_area_frac_synth_pct 0 \
    rows 42 \
    fin_crit_ps 9150 \
    totalPowerFinal_mw 0.242 \
    worstPathArrival_ps 6530 \
    syn-instance-count 301 \
    ant_nets 0 \
    fp_util_pct 18.6 \
    dieHeight_um 136 \
    synth_cell_type_count 43 \
    first_iter_violations 163 \
    seq_cell_count 0 \
    drive_above_1_share_pct 14.9 \
    hp-class "input port to output port" \
    num_antenna_cells 0 \
    drc_errors 0 \
    cp-start-kind "input port" \
    gr-usage-all-layers_pct 12.0 \
    cts.repair.resized 0 \
    finalWirelength_mm 11.8 \
    antenna_found_initial 0 \
    fmax_ghz 0.109 \
    slew_headroom_pct 48.8 \
    globalplace.congestion 0.886 \
    vias_per_cell 4.46 \
    num_vias 2973 \
    p_leak_nw 1.83 \
    seq_area_sq_um 0 \
    cp_max_fo 32 \
    gr-total-overflow 0 \
    num-clock-buffers 0 \
    hold_viol 0 \
    end_kind "output port" \
    die_x_um 136 \
    netlist.area_leader.share_pct 29.0 \
    fin_tns_setup_ps 0 \
    rsz0062_at_grt "false" \
    ys_warn_count 1 \
    numPortBuffers 210 \
    cap_violations 0 \
    setup-violations-final 0 \
    critical-path-max-stage-delay_ps 520 \
    ys_area_sq_um 2450 \
    status "finished, final reports clean" \
    wl_per_cell_um 17.8 \
    final.setup.worst_slack_ps 3950 \
    worst_pin_slew_ps 766 \
    place_ws_ps 3870 \
    peakVddDrop_mv 0.0287 \
    p_per_area_nw_per_um2 51.9 \
    ys_cells 301 \
    dp_hpwl_mm 10.5 \
    fin_crit_sh_pct 69.9 \
    die_area_sq_um 18500 \
    areaGrowthSynthToFinish_pct 89.9 \
    firstDrtPassIters 4 \
]
## placed cells by master, fill, tap and decap left out, types with 9 or more instances in the layout
cell             netlist  final
a21o_1                15     15
xor2_1                13     13
nor2_1                 9      9
ha_1                  31     31
mux2_2                63     63
xnor2_1               16     16
clkdlybuf4s50_1        0    209
o21ai_0               16     16
nand2_1               16     16
a21oi_1               29     29
## kinds of logic after synthesis
logic type      after synthesis  share of synthesized area [%]
xor+xnor                     29                           10.4
fa+ha+maj                    32                           16.6
simple gates                 50                           10.1
other cells                   1                          0.153
buf+inv                      28                           6.03
mux                          64                           29.4
compound gates               97                           27.4
## Yosys cell counts, drive strengths merged (2+ instances only)
master / number
mux2: 63
ha: 31
a21oi: 29
nand2: 16
o21ai: 16
xnor2: 16
a21o: 15
buf: 15
xor2: 13
nor2: 9
clkbuf: 8
o21a: 7
and3: 6
inv: 5
nand4: 5
a211oi: 4
a31oi: 4
nand3: 4
nor2b: 4
a21boi: 3
nor4: 3
o211ai: 3
o21bai: 3
a41oi: 2
o31ai: 2
o41ai: 2
## layout make-up
cell class	instances	area [sq um]
fill	1338	8540
inverter	5	18.8
tap	176	220
timing repair buffer	212	2110
multi-input combinational	273	2300
## layer usage
| metal | track usage [%] | share of wire (%) | vias to the layer above |
|---|---|---|---|
| met5 | 0 | 0 | - |
| met4 | 0.355 | 0 | 0 |
| met3 | 2.66 | 7.6 | 0 |
| met2 | 18.8 | 45 | 108 |
| met1 | 17.4 | 48 | 1351 |
| li1 | - | - | 1514 |
## through the flow
step                util [%]  instance area, sq um  hold WS [ps]  instances
CTS                     35.3                  4650          5240        666
finish                  35.3                  4650          5240        666
floorplan                  -                  2450          5310        301
global route            35.3                  4650          5240        666
detailed placement      35.3                  4650          5240        666
global placement        35.3                  4650          5240        666
## worst paths after layout
kind | depth (start not counted) | to | from | slack [ps]
min | 0 | AR1_Str[0] | Instr_Str[21] | 5240
max | 13 | StrAddr_AG[28] | ROB_FSAddr | 3950
## report_power, final
part / total [mW] / internal (mW) / switching, mW
clock network: 0 / 0 / 0
registers: 0 / 0 / 0
logic: 0.242 / 0.152 / 0.0892
total: 0.242 / 0.152 / 0.0892
