==> flow/design.v <==
module mux2_1_rd(
input  wire [31:0] in_1, 
input  wire [31:0] in_2,
input  wire         sel,
output reg [31:0] out);
always@(*)
begin  
	out = in_1;
	if(sel==1'b1)
	 out = in_2;
end
endmodule
==> flow/run.sh <==
#!/bin/bash
# OpenROAD 26Q1-2900-gdf79404cd8, Yosys 0.63+post, stock flow scripts
make -C /OpenROAD-flow-scripts/flow DESIGN_CONFIG=/design/flow/config.mk WORK_HOME=/design/flow/orfs finish
==> flow/config.mk <==
export PLATFORM = sky130hd
export DESIGN_NAME = mux2_1_rd
export DESIGN_NICKNAME = mux2_1_rd
export VERILOG_FILES = /design/flow/design.v
export SDC_FILE = /design/flow/constraint.sdc
export NUM_CORES = 4
export LEC_CHECK = 1
export CORE_AREA = 10 10 71 71
export DIE_AREA = 0 0 81 81
==> flow/constraint.sdc <==
current_design mux2_1_rd

set clk_period 1.0
set clk_io_pct 0.2

create_clock -name clk0 -period $clk_period

set non_clock_inputs [all_inputs -no_clocks]
set_input_delay [expr $clk_period * $clk_io_pct] -clock clk0 $non_clock_inputs
set_output_delay [expr $clk_period * $clk_io_pct] -clock clk0 [all_outputs]
==> flow_metrics.env <==
# source this file to load flow results
export IMPL_yosys_cells=36
export IMPL_crit_path_frequent_cell="buf_12"
export IMPL_fill_cells=357
export IMPL_fmax_mhz=848
export IMPL_design_seq_count=0
export IMPL_pin_count=97
export IMPL_die_w_um=81
export IMPL_setup_viol_count_final=32
export IMPL_drv_cap=0
export IMPL_cp_end_kind="output port"
export IMPL_drc=0
export IMPL_slowest_delay_ns=0.29
export IMPL_yosys_area_share_simple_pct=0
export IMPL_crit_buf_inv=4
export IMPL_ys_sh_mux_pct=86.9
export IMPL_regArea_um2=0
export IMPL_avgSynthCellArea_um2=15.1
export IMPL_crit_fanout=6
export IMPL_cp_startpoint="sel"
export IMPL_cp_data_arrival_time_ns=0.98
export IMPL_nClkBuffers=0
export IMPL_worst_slack_ns=-0.179
export IMPL_leakage_nw=0.872
export IMPL_cp_slowest_cell="mux2_4"
export IMPL_place_hpwl_mm=2.50
export IMPL_drtIter0Drc=3
export IMPL_synth_distinct_cells=4
export IMPL_wl_mm=2.88
export IMPL_status="complete, but fails checks"
export IMPL_fin_tns_setup_ns=-3.30
export IMPL_synthCells=36
export IMPL_grt_start_max_net_pins=11
export IMPL_viasPerCell=3.82
export IMPL_dr_total_vias=715
export IMPL_finalNonFillerCells=187
export IMPL_path_cells="buf_12 > buf_12 > buf_12 > mux2_4 > buf_6"
export IMPL_finish_instance_area_mm2=0.00159
export IMPL_min_path_type="in2out"
export IMPL_critPathKind="in2out"
export IMPL_n_antenna_cell=0
export IMPL_ys_chip_area_um2=544
export IMPL_cp_depth=5
export IMPL_grt_total_usage_pct=7.79
export IMPL_violations="negative setup slack"
export IMPL_synth_cell_area_um2=544
export IMPL_whs_ns=0.691
export IMPL_hold_buffers=0
export IMPL_crit_family="buffers and inverters"
export IMPL_maxSlewHeadroom_pct=94.2
export IMPL_ys_sh_xor_pct=0
export IMPL_top_logic_kind="multiplexers"
export IMPL_final_hold_viol_count=0
export IMPL_die_y_um=81
export IMPL_worst_pin_slew_ns=0.0870
export IMPL_dpl_cell_count=179
export IMPL_grt_pass1_wl_mm=4.14
export IMPL_rows=22
export IMPL_cp_start_kind="input pin"
export IMPL_ant_nets=0
export IMPL_initial_core_util_pct=15.0
export IMPL_globalplace_congestion=0.832
export IMPL_first_pass_iters=2
export IMPL_hold_path_cell_count=3
export IMPL_first_global_vias=764
export IMPL_synthToLayoutAreaGrowth_pct=192
export IMPL_worstHoldStart="in_2[29]"
export IMPL_required_ns=0.80
export IMPL_antenna_found_initial=0
export IMPL_place_area_mm2=0.00154
export IMPL_final_layout_size_suffix_gt1_share_pct=54.0
export IMPL_min_period_over_period_pct=118
export IMPL_adder_share_pct=0
export IMPL_dieArea_mm2=0.00656
export IMPL_yosysWarnings=1
export IMPL_coreArea_mm2=0.00363
export IMPL_finalMaxSlewViolations=0
export IMPL_min_to="out[29]"
export IMPL_finalCoreUtilization_pct=43.8
export IMPL_vdd_drop_max_v=0.000169
export IMPL_io_buffer_count=97
export IMPL_overflow=0
export IMPL_tool_warnings=34
export IMPL_powerDensity_mw_per_mm2=392
export IMPL_logic_area_um2=477
export IMPL_synthAoiAreaFrac_pct=0
export IMPL_rsz0062_at_grt="yes"
export IMPL_ys_seq_share_pct=0
export IMPL_wl_per_cell_um=15.4
export IMPL_min_period_ns=1.18
-- cells by family (layout without fill, tap and decap cells) --
group	Yosys count	in the layout
buffers and inverters	4	107
multiplexers	32	32
-- metrics by stage --
stage	power, W	setup slack (ns)
4_1_cts	0.000614	-0.181
6_report	0.000624	-0.179
2_1_floorplan	0.000206	0.0669
3_5_place_dp	0.000661	-0.512
3_3_place_gp	0.000656	-0.504
5_1_grt	0.000666	-0.196
-- report_power, final --
| part | internal [W] | switching [W] | leakage, nW |
|---|---|---|---|
| registers | 0 | 0 | 0 |
| clock network | 0 | 0 | 0 |
| logic | 0.000487 | 0.000137 | 0.872 |
| total | 0.000487 | 0.000137 | 0.872 |
-- worst max path at each step --
stage	to	slack, ns
global route	out[31]	-0.20
finish	out[4]	-0.18
CTS	out[4]	-0.18
-- cell usage after synthesis --
cell type   n  area [µm²]
buf_12      3        60.1
buf_6       1        11.3
mux2_2      2        22.5
mux2_4     30         450
-- layout by cell type, fill, tap and decap left out --
| cell type | Yosys | routed |
|---|---|---|
| buf_12 | 3 | 4 |
| clkdlybuf4s50_1 | 0 | 9 |
| buf_2 | 0 | 13 |
| buf_6 | 1 | 23 |
| mux2_2 | 2 | 1 |
| mux2_4 | 30 | 31 |
| buf_4 | 0 | 1 |
| buf_16 | 0 | 2 |
| dlymetal6s2s_1 | 0 | 4 |
| dlygate4sd2_1 | 0 | 51 |
-- area by class of cell --
class	count	area share [%]
Multi-Input combinational cell	32	30.0
Tap cell	48	3.78
Timing Repair Buffer	107	66.2
-- timing repair --
action                                  CTS  global route
endpoints found under the setup margin   32            32
gates resized                           171            10
cloned                                    2             0
setup buffers                             5             1
-- per-layer routing --
metal / part of all wire [%] / global-route usage, % / vias up
li1: - / - / 345
met1: 37 / 9.03 / 320
met2: 50 / 14.3 / 50
met3: 12 / 2.78 / 0
met4: 0 / 0 / 0
met5: 0 / 0 / -
No activity file was given, so power comes from the tool's default toggle rates.
